$ cat flow/constraint.sdc
current_design verinject_mem1_injector

set clk_period 7.1
set clk_io_pct 0.2

create_clock -name clk0 -period $clk_period [get_ports {clock}]

set non_clock_inputs [all_inputs -no_clocks]
set_input_delay [expr $clk_period * $clk_io_pct] -clock clk0 $non_clock_inputs
set_output_delay [expr $clk_period * $clk_io_pct] -clock clk0 [all_outputs]
$ cat flow/design.v
module verinject_mem1_injector
#(parameter LEFT = 0, parameter RIGHT = 0,
  parameter ADDR_LEFT = 0, parameter ADDR_RIGHT = 0,
  parameter MEM_LEFT = 0, parameter MEM_RIGHT = 0,
  parameter P_START = 0)
(
  input [31:0] verinject__injector_state,
  input clock,
  input [LEFT:RIGHT] unmodified,
  input [ADDR_LEFT:ADDR_RIGHT] read_address,
  output [LEFT:RIGHT] modified,
  input do_write,
  input [ADDR_LEFT:ADDR_RIGHT] write_address
);
localparam bits_start = (LEFT < RIGHT) ? LEFT : RIGHT;
localparam word_len = (LEFT < RIGHT) ? (RIGHT - LEFT + 1) : (LEFT - RIGHT + 1);
localparam mem_start = (MEM_LEFT < MEM_RIGHT) ? MEM_LEFT : MEM_RIGHT;
localparam mem_len = (MEM_LEFT < MEM_RIGHT) ? (MEM_RIGHT - MEM_LEFT + 1) : (MEM_LEFT - MEM_RIGHT + 1);
localparam idx_start = P_START;
localparam idx_end = P_START + mem_len*word_len;
integer ii;
reg [31:0] active_injections [0:4];
reg [2-1:0] injection_wptr_r;
reg [2-1:0] injection_wptr_nxt;
reg injection_writing;
wire [31:0] read_word_start;
wire [31:0] read_word_end;
assign read_word_start = P_START + (read_address - mem_start) * word_len;
assign read_word_end = read_word_start + word_len;
wire [31:0] write_word_start;
wire [31:0] write_word_end;
assign write_word_start = P_START + (write_address - mem_start) * word_len;
assign write_word_end = write_word_start + word_len;
reg [LEFT:RIGHT] modifier;
assign modified = unmodified & ~modifier;
wire reset_fifo;
assign reset_fifo = (verinject__injector_state == 32'hFFFF_FFFE);
initial
begin
  modifier = 0;
  injection_wptr_r = 0;
  for (ii = 0; ii < 4; ii=ii+1)
  begin
    active_injections[ii] = 32'hFFFF_FFFF;
  end
end
always @*
begin : fault_injection
  modifier = 0;
  injection_writing = 0;
  injection_wptr_nxt = reset_fifo ? 0 : injection_wptr_r;
  if (verinject__injector_state >= idx_start && verinject__injector_state < idx_end)
  begin
    injection_writing = 1'b1;
    injection_wptr_nxt = injection_wptr_r + 1;
  end
  for (ii = 0; ii < 4; ii=ii+1)
  begin
    if (active_injections[ii] >= read_word_start && active_injections[ii] < read_word_end)
    begin
      modifier = modifier ^ (1 << (active_injections[ii] - read_word_start + bits_start));
    end
  end
  if (verinject__injector_state >= read_word_start && verinject__injector_state < read_word_end)
  begin
    modifier = modifier ^ (1 << (verinject__injector_state - read_word_start + bits_start));
  end
end
always @(posedge clock)
begin : fault_memory_fifo
  for(ii = 0; ii < 4; ii=ii+1)
  begin
    if (reset_fifo)
    begin
      active_injections[ii] = 0;
    end
  end
  if (injection_writing)
  begin
    active_injections[injection_wptr_r] = verinject__injector_state;
  end
  injection_wptr_r <= injection_wptr_nxt;
end
endmodule
$ cat flow/run.sh
#!/bin/bash
# OpenROAD 26Q1-2900-gdf79404cd8, Yosys 0.63+post, stock flow scripts
make -C /OpenROAD-flow-scripts/flow DESIGN_CONFIG=/design/flow/config.mk WORK_HOME=/design/flow/orfs finish
$ cat flow/config.mk
export PLATFORM = sky130hd
export DESIGN_NAME = verinject_mem1_injector
export DESIGN_NICKNAME = verinject_mem1_injector
export VERILOG_FILES = /design/flow/design.v
export SDC_FILE = /design/flow/constraint.sdc
export NUM_CORES = 4
export LEC_CHECK = 1
export CORE_UTILIZATION = 40
==> changes_impl.md <==
### Physical design

* Mean post-synth cell area at 18.0 µm²
* FMAX at 0.162 GHz
* Worst Reg-to-Reg Cells at 5
* Vias in the first global route at 2423
* Horizontal die size at 114 µm
* Routed Wire Length at 6.51 mm
* Wire length per cell at 10.1 µm
* DP Area at 0.00605 mm²
* Antenna Nets Post-Route at 0
* CTS tree: yes
* Count of non-filler cells in the finished layout at 642
* # resized after CTS at 0
* Placed cell count at 610
* Hold worst-path end: injection_wptr_r[0]
* Worst Path Arrival at 4.75 ns
* Synth Seq Share at 78.5%
* Post-CTS setup buffer count at 0
* Req. time, crit path at 5.68 ns
* Ys Warns at 1
* Worst Setup Path Type: in -> out
* Power Density at 268 mW/mm²
* DR iter-0 viols at 139
* Fin crit share at 86.9%
* Crit Path Max Fanout at 10
* Vias/cell at 3.99
* Fillers at 912
* Final Critical Period at 6.17 ns
* H-tree depth at 4
* Initial antenna violation count at 0
* Clk buf depth at 2
* M2 GR Usage at 17.2%
* All-layer global routing usage at 11.8%
* Pleak at 0.00249 µW
* DR vias at 2563
* Worst setup EP type: output port
* Largest net degree at the start of global routing at 33
* Drc violations at 0
* Area Growth Syn to Fin at 34.2%
* First-pass GRT wire length at 10.8 mm
* RR Endpoint: active_injections[2][1]
* Met1 Track Usage GR at 18.6%
* CP Launch Type: input pin
* Status: complete, no violations
* Post-synth regs at 130
* Die Y at 114 µm
* Reg2Reg Setup Slack at 5.53 ns
* Placement Rows at 40
* DP Wirelength at 4.47 mm
* Final hold vios at 0
* Final instance area at 0.00668 mm²
* R2R Path Start: injection_wptr_r[0]
* Hold Startpoint: injection_wptr_r[0]
* Hold Path Depth at 1
* Chip Area, Yosys at 0.00498 mm²
* Final Wtd Congestion at 0.787
* Yosys Instances at 277
* Gr busiest metal: met1
* Total grt overflow at 0
* Max cap viols at 0
* Core area at 0.0121 mm²
* # port buffers at 35
* CTS root buffer: clkbuf_16
* Clock transition at path regs at 0.05 ns
* Cell Area, Synth at 0.00498 mm²
* Setup TNS at 0 ns
* Hold crit path type: reg -> reg
* Tool warnings at 37
* Endpoints failing setup at 0
* Post-layout worst setup margin at 0.931 ns
* Share of layout cells above drive strength 1 at 8.65%
* Drt pass-1 iters at 4
* Final setup skew at 0.00531 ns
* Clock sinks at 130
* Clock Latency Late Sink at 0.41 ns
* Clock buffer count from CTS at 17
* Library cells used by synthesis at 28
* Worst vdd ir at 0.000180 V
* DP Worst Slack at 0.828 ns
* GR Util met3 at 4.76%
* Floorplan Utilization at 41.3%
* Synth Instances at 277
* # IOs at 38
* Die ar. at 0.0129 mm²
* Hold-fix buffers at CTS at 0
* Hold WS at 0.633 ns
* RSZ-0062 raised after global routing: no
* Ant. Diodes at 0
* Slew Limit Fails at 0
-- critical path, cell delays in order --
cell and delay, ns:
clkdlybuf4s50_1 0.68, inv_1 0.31, ha_1 0.37, nor4_1 0.25
nand4_1 0.14, nor4_1 0.43, xnor2_1 0.19, xnor3_1 0.36
nor2b_1 0.12, clkdlybuf4s50_1 0.48
-- cells in the final DEF, fill, tap and decap left out, types with 5 or more instances in the layout --
cell             count
bufinv_16            5
clkbuf_16           17
ha_1                26
clkdlybuf4s50_1     35
nor4_1              36
conb_1             128
nand4_1             16
nor2_1               5
edfxtp_1           130
inv_1               24
nor4b_1              5
-- worst max path at each step --
stage / start / endpoint / slack (ns) / cells after the start
final: read_address[0] / modified[0] / 0.93 / 10
after global routing: read_address[0] / modified[0] / 0.65 / 10
after CTS: read_address[0] / modified[0] / 0.79 / 10
-- cell families after synthesis --
kind of cell	count (synthesis)	synth area share (%)
DFF	130	78.5
and+or+nand+nor	82	10.9
adders and majority gates	26	6.54
buffers and inverters	25	1.89
AOI/OAI and AO/OA	9	1.21
xor gates and xnor gates	4	0.981
other	1	0.0754
-- cell type report --
class                           count  area, µm²  share of cell area, %
Timing Repair Buffer               39        380                   5.70
Tap cell                          168        210                   3.15
Sequential cell                   130       3900                   58.5
Clock inverter                     13        190                   2.85
Multi-Input combinational cell    249       1470                   22.0
Clock buffer                       19        433                   6.48
Inverter                           24       90.1                   1.35
-- registers in the layout (all words and copies together), names as in the netlist --
signal,cells
active_injections,128
injection_wptr_r,2
-- synthesized netlist by cell type --
cell       instances  share of area (%)
nor4b_1            5               0.88
a211o_1            1               0.18
nor2_1             5               0.38
clkbuf_1           1              0.075
nand2b_1           2               0.25
a221o_1            1               0.20
nor2b_1            1               0.13
edfxtp_1         130                 78
or4b_1             1               0.20
nor4_2             4                1.0
o22ai_1            2               0.25
nor3_2             1               0.20
o2111ai_1          1               0.18
xnor2_1            2               0.35
o21ai_1            4               0.40
conb_1             1              0.075
nand3_1            1               0.10
nand4_1           16                2.0
nand2_1            4               0.30
nand4_2            1               0.25
xor2_1             1               0.18
ha_1              26                6.5
inv_1             24                1.8
xnor3_1            1               0.45
or4_1              2               0.30
or3_1              1               0.13
nor3_1             2               0.20
nor4_1            36                4.5
-- per-stage QoR --
step,utilization [%],total power (µW)
detailed placement,50.2,902
floorplan,-,875
finish,55.4,1790
global placement,50.2,900
CTS,55.4,1810
global route,55.4,1850
-- metal layers --
layer / routed length, µm / part of all wire [%]
met3: 464 / 7.1
met4: 133 / 2.0
met2: 2830 / 43
met1: 3080 / 47
met5: 0 / 0
-- power by group --
part / internal (µW) / switching, µW / total [µW]
sequential: 845 / 0.000000130 / 845
combinational: 22.2 / 19.2 / 41.4
clock: 615 / 284 / 900
total: 1480 / 304 / 1790
Power figures rest on the tool's default switching activity, not on a simulated workload.
