==> design.v <==
module generic_dpram(
	input           rclk,   
	input           rrst,   
	input           rce,    
	input           oe,	    
	input  [aw-1:0] raddr,  
	output reg [dw-1:0] do,     
	input          wclk,   
	input          wrst,   
	input          wce,    
	input          we,     
	input [aw-1:0] waddr,  
	input [dw-1:0] di     
);
localparam aw = 5;   
localparam dw = 16;  
reg [dw-1 :0] mem [(1<<aw) -1:0];  
always @(posedge rclk)
begin
    do <= mem[raddr];
end
always @(posedge wclk)
begin
    if (we && wce)
    begin
        mem[waddr] <= di;
    end
end
endmodule
==> run.sh <==
#!/bin/bash
# OpenROAD 26Q1-2900-gdf79404cd8, Yosys 0.63+post, stock flow scripts
make -C /OpenROAD-flow-scripts/flow DESIGN_CONFIG=/design/flow/config.mk WORK_HOME=/design/flow/orfs finish
==> config.mk <==
export PLATFORM = sky130hd
export DESIGN_NAME = generic_dpram
export DESIGN_NICKNAME = generic_dpram
export VERILOG_FILES = /design/flow/design.v
export SDC_FILE = /design/flow/constraint.sdc
export NUM_CORES = 4
export LEC_CHECK = 1
export CORE_UTILIZATION = 40
==> constraint.sdc <==
current_design generic_dpram

set clk_period 3.9
set clk_io_pct 0.2

create_clock -name clk0 -period $clk_period [get_ports {rclk}]
create_clock -name clk1 -period $clk_period [get_ports {wclk}]

set non_clock_inputs [all_inputs -no_clocks]
set_input_delay [expr $clk_period * $clk_io_pct] -clock clk0 $non_clock_inputs
set_output_delay [expr $clk_period * $clk_io_pct] -clock clk0 [all_outputs]
==> flow_summary.toml <==
# implementation run metrics
[timing]
grt_setup_unrepaired = "no"
accumulated_negative_setup_slack_ns = 0
worst_slack_ns = 0.9015
max-slew-margin-rel_pct = 59.68
timing_hold_violations_final = 0
worst_hold_check_slack_ns = 0.9155
timing_worst_slew_pin_value_ns = 0.6020
setup_viol = 0
slew_violations = 0

[power]
peakVddDrop_mv = 0.3611
switching_power_mw = 2.409
power_density_nw_per_um2 = 493.6
p_clk_share_pct = 40.5
share_comb_of_total_power_pct = 5.4
static_leakage_nw = 8.161
sw_frac_of_total_pct = 20.70
internal_power_component_mw = 9.227
p_seq_share_pct = 54.1

[logic_synthesis]
ys_top_logic_family = "multiplexers"
yosys.area_share.aoi_pct = 4.971
synth.most_common_cell = "edfxtp_1"
post_synth_edffs = 512
top_cells_by_area = "edfxtp_1 75%, mux2i_1 12%, a22oi_1 2.3%, dfxtp_1 1.6%, a22o_1 1.4%"
ys_async_sr_fraction_pct = 0
post_synth_inst_count = 1145
muxShareOfSynthArea_pct = 12.48
fa_ha_area_share_pct = 0
synthFlopType = "edfxtp_1"
ys_sh_xor_pct = 0
synthDominantAreaCellType = "edfxtp_1"
summed_standard_cell_area_reported_by_yosys_sq_um = 20540
top_cells_by_count = "512 x edfxtp_1, 256 x mux2i_1, 64 x a22oi_1"
synth_simple_gate_area_share_pct = 3.509
numSynthFlops = 528
synth.cell_area_sq_um = 20540
synth_stat.cells = 1145
synth_area_per_cell_sq_um = 17.94
synth-warning-count = 1
netlist-cell-type-count = 27
ys_seq_share_pct = 76.42
netlist.area_leader.share_pct = 74.86

[routing]
route.antenna.remaining_nets = 0
avgRoutedWirePerCell_um = 23.25
drt_iter0_markers = 625
detail_route.first_pass.iterations = 5
vias = 10421
routed_via_density = 5.303
drc_errors = 0
drt_wl_total_um = 45690

[placed_design]
port_buffers = 44
post-place-ws_ns = 0.7295
globalplace.congestion = 0.8176
hpwl_um = 25460

[run]
cap_viol_max_count = 0
openroad.warnings = 30

[clocking]
postCtsSetupRepairBufs = 0
cts_hold_bufs = 0
total_clock_sinks = 528
clkTransAtPathRegs_ns = 0.06
cts_tree = "done"
post_cts_resize_count = 0

[global_routing]
pin_count_of_the_biggest_net_entering_global_routing = 65
global_route.overflow_total = 0
initial_antenna_violation_count = 1
grt_first_pass_wirelength_um = 68050
grt_util_all_layers_pct = 19.25
grt_pass1_vias = 10665

[final_layout]
final_core_utilization_pct = 46.80
layout_stage_area_growth_over_the_synthesis_result_pct = 14.78
final_layout_size_suffix_gt1_share_pct = 11.53
fillers = 4221

[critical_path]
critPathKind = "input port to flop"
critical_path_sink_type = "flop"
timing.critical_path.arrival_ns = 3.07
path_max_fanout = 41
worst_ep_required_time_ns = 3.98
critical_path_start_type = "input port"

[die]
die_area_sq_um = 52260
initial_core_util_pct = 40.77
core_sq_um = 50380
fp-row-count = 82
die_h_um = 228.6
die-width_um = 228.6
ios = 50

[worst_hold_path]
min-delay-path-class = "flop to flop"

[run_status]
status = "finished, final reports clean"
==> area by class of cell <==
type	count	area (sq um)	area share (%)
clock buffer	76	1486	6.305
clock inverter	21	120.1	0.5095
tap	672	840.8	3.567
sequential	528	15700	66.58
multi-input combinational	550	4323	18.34
antenna	1	2.502	0.01062
timing repair buffer	117	1106	4.692
==> metal layers <==
metal	GRT usage [%]	wire, um	up-vias
met2	28.69	21620	434
met3	11.98	6156	57
met5	0.4596	17	-
li1	-	-	4782
met1	25.89	17150	5144
met4	2.727	752	4
==> state kept, by name, indices dropped and copies added, names as in the netlist <==
signal / count
do: 16
mem: 512
==> placed cells by master (no fill, tap or decap), types with 32 or more instances in the layout <==
cell | Yosys | routed
edfxtp_1 | 512 | 512
mux2i_1 | 256 | 256
a22oi_1 | 64 | 64
buf_4 | 19 | 64
clkbuf_16 | 0 | 56
clkdlybuf4s50_1 | 0 | 43
nand2_1 | 35 | 35
nand3_1 | 33 | 33
nor2_1 | 34 | 33
a21oi_1 | 32 | 32
a22o_1 | 32 | 32
==> power groups by stage <==
stage | sequential [mW] | combinational, mW | clock [mW]
5_1_grt | 6.30 | 0.685 | 5.02
4_1_cts | 6.30 | 0.641 | 4.79
6_report | 6.30 | 0.630 | 4.71
==> worst max-delay path, stage by stage <==
cell and delay, ns:
clkdlybuf4s50_1 0.60, and2_2 0.53, buf_12 0.33, a21oi_1 0.11, a31oi_1 0.48, nand3_1 0.21
==> kinds of logic (layout without fill, tap and decap cells) <==
group	count (synthesis)	in the layout
buffers and inverters	67	214
AND-OR/OR-AND	144	144
multiplexers	256	256
other	0	1
flip-flops	528	528
AND/OR/NAND/NOR	150	150
==> path summary, 6_finish.rpt <==
check | from | to | slack, ns | depth (start not counted)
setup reg to reg | mem[3][10] | do[10] | 2.02 | 5
min in group clk1 | di[0] | mem[27][0] | 1.07 | 2
max in group clk1 | wce | mem[12][0] | 1.62 | 5
hold reg to reg | mem[10][0] | do[0] | 0.92 | 4
hold / removal | mem[10][0] | do[0] | 0.92 | 4
setup / recovery | raddr[1] | do[5] | 0.90 | 6
==> metrics by stage <==
| step | power, mW | std cells | cell area (sq um) |
|---|---|---|---|
| 3_3_place_gp | 7.046 | 1867 | 21960 |
| 3_5_place_dp | 7.055 | 1867 | 21960 |
| 6_report | 11.64 | 1965 | 23570 |
| 5_1_grt | 12.00 | 1964 | 23570 |
| 4_1_cts | 11.73 | 1964 | 23570 |
| 2_1_floorplan | 6.744 | 1145 | 20540 |
No activity file was given, so power comes from the tool's default toggle rates.
